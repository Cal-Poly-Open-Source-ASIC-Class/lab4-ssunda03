File: /design/flow/config.mk
export PLATFORM = sky130hd
export DESIGN_NAME = asyncfifo
export DESIGN_NICKNAME = asyncfifo
export VERILOG_FILES = /design/flow/design.v
export SDC_FILE = /design/flow/constraint.sdc
export NUM_CORES = 4
export LEC_CHECK = 1
export CORE_UTILIZATION = 30
export SYNTH_MEMORY_MAX_BITS = 65536
File: /design/flow/constraint.sdc
current_design asyncfifo

set clk_period 181.1
set clk_io_pct 0.2

create_clock -name clk0 -period $clk_period [get_ports {i_rclk}]
create_clock -name clk1 -period $clk_period [get_ports {i_wclk}]

set non_clock_inputs [all_inputs -no_clocks]
set_input_delay [expr $clk_period * $clk_io_pct] -clock clk0 $non_clock_inputs
set_output_delay [expr $clk_period * $clk_io_pct] -clock clk0 [all_outputs]
File: /design/flow/run.sh
#!/bin/bash
# OpenROAD 26Q1-2900-gdf79404cd8, Yosys 0.63+post, stock flow scripts
make -C /OpenROAD-flow-scripts/flow DESIGN_CONFIG=/design/flow/config.mk WORK_HOME=/design/flow/orfs finish
File: /design/flow/design.v
module asyncfifo (
    input wire i_wclk,
    input wire i_rclk,
    input wire i_wrst_n,
    input wire i_rrst_n,
    input wire i_wr,
    input wire i_rd,
    input wire [31:0] i_wdata,
    output reg [31:0] o_rdata,
    output wire o_wfull,
    output wire o_rempty
);
    parameter	DATAW = 32;
    parameter	ADRW =  8;
    reg  [ADRW:0] wbin;
    reg  [ADRW:0] wgray;
    wire [ADRW:0] wbin_next;
    wire [ADRW:0] wgray_next;
    reg  [ADRW:0] rbin;
    reg  [ADRW:0] rgray;
    wire [ADRW:0] rbin_next;
    wire [ADRW:0] rgray_next;
    logic  [31:0] mem [0:(1 << ADRW)-1];
    reg [ADRW:0] rq1_wgray;
    reg [ADRW:0] rq2_wgray;
    reg [ADRW:0] wq1_rgray;
    reg [ADRW:0] wq2_rgray;
    wire we, re;
    initial begin
        wbin = 0;
        wgray = 0;
        rbin = 0;
        rgray = 0;
        rq1_wgray = 0;
        rq2_wgray = 0;
        wq1_rgray = 0;
        wq2_rgray = 0;
        o_rdata = 0;
    end
    assign o_wfull = wgray[ADRW:ADRW-1] != wq2_rgray[ADRW:ADRW-1] && wgray[ADRW-2:0] == wq2_rgray[ADRW-2:0];
    assign we = i_wr & !o_wfull;
    assign wgray_next = wbin_next ^ (wbin_next >> 1);
    assign wbin_next = wbin + {{(ADRW-1){1'b0}},we};
    always_ff @( posedge i_wclk ) begin
        if (!i_wrst_n) begin
            wbin <= 0;
            wgray <= 0;
        end
        else begin
            wbin <= wbin_next;
            wgray <= wgray_next;
        end
        if (we) begin
            mem[wbin[ADRW-1:0]] <= i_wdata;
        end
    end
    always_ff @( posedge i_rclk ) begin
        if (!i_rrst_n) begin
            { rq2_wgray, rq1_wgray } <= 0;
        end
        else begin
            { rq2_wgray, rq1_wgray } <= { rq1_wgray, wgray };
        end
    end
    assign	o_rempty = (rq2_wgray == rgray);
    assign re = i_rd & !o_rempty;
    assign rgray_next = rbin_next ^ (rbin_next >> 1);
    assign rbin_next = rbin + {{(ADRW-1){1'b0}},re};
    always_ff @( posedge i_rclk ) begin
        if (!i_rrst_n) begin
            rbin <= 0;
            rgray <= 0;
        end
        else begin
            rbin <= rbin_next;
            rgray <= rgray_next; 
        end
        if (re) begin
            o_rdata <= mem[rbin[ADRW-1:0]];
        end
    end
    always_ff @( posedge i_wclk) begin
        if (!i_wrst_n) begin
            { wq2_rgray, wq1_rgray } <= 0;
        end
        else begin
            { wq2_rgray, wq1_rgray } <= { wq1_rgray, rgray };
        end
    end
endmodule
==> job_summary.md <==
### Flow metrics

| Metric | Value |
|---|---|
| Setup WS post-layout | 142.05 ns |
| Placed cells | 28.7k |
| CP top delay family | buffers and inverters |
| Final wirelength | 950000 um |
| FP Util | 30.1% |
| Pre-CTS WS | 141.34 ns |
| LEAKAGE | 109 nW |
| # rows | 377 |
| Cell Chain, Critical Path | xor2_1 > nor2_1 > nor3_1 > clkdlybuf4s50_1 |
| Top FF cell, synth | edfxtp_1 |
| Wire per inst | 31.4 um |
| Post-Syn Instances | 14.4k |
| Total die area | 1060000 um2 |
| Max Used Layer | met5 |
| Resize count post-CTS | 0 |
| Max-cap check violation count | 0 |
| DPL Wire Length | 603000 um |
| Tool Warnings | 27 |
| WL met2 | 419000 um |
| Bufs and invs on worst path | 1 |
| Cell count in the Yosys report | 14.4k |
| Slew HR | 12.4% |
| Hold Vio Cnt, Final | 0 |
| Fin cells | 30.2k |
| TritonCTS clock tree | done |
| GR Overflow Total | 0 |
| R2R Path Start | rbin[0]$_SDFF_PN0_ |
| Setup Skew | 0.124 ns |
| Area Growth Syn to Fin | 15.7% |
| IO Pins | 72 |
| Post-CTS setup repair buffer count | 0 |
| Arr. time, crit path | 2.83 ns |
| Crit. End Element | primary output |
| Synth flops | 8294 |
| Slew Limit Fails | 0 |
| Initial antenna violation count | 51 |
| Worst Setup SP | wgray[8]$_SDFF_PN0_ |
| RSZ-0062 raised after global routing | false |
| TNS Setup | 0 ns |
| Crit path required time | 144.88 ns |
| CP max-delay cell | clkdlybuf4s50_1 |
| CTS Sinks | 8294 |
| Via count | 155k |
| IO buf count | 70 |
| Post-route ant nets | 0 |
| Yosys Warn Count | 1 |
| Layout cells sized above 1 | 26.5% |
| Critical Path Start Type | flop |
| DIE WIDTH | 1030 um |
| Post-synth EDFFs | 8224 |
| Met3 WL | 199000 um |
| Largest net degree at the start of global routing | 89 |
| Routability Congestion | 1.01 |
| Pwr Density | 11.1 nW/um2 |
| Mean area per synthesized cell | 22.0 um2 |
| Tightest Pin Transition | 1.30 ns |
| DRT Pass-1 Iters | 6 |
| Worst-path maximum fanout | 3 |
| Core Area | 1050000 um2 |
| First-pass GRT wire length | 1310000 um |
| Seq share, synth | 78.2% |
| Yosys stat area | 318000 um2 |
| Cell area after synthesis | 318000 um2 |
| Final setup fails | 0 |
| Clk pin slew, worst setup/hold paths | 0.07 ns |
| Critical path type | flop to primary output |
| Vias per cell | 5.13 |
| Chip Height | 1030 um |
| Gr usage total | 19.0% |
| Largest stage delay on the critical path | 0.57 ns |
| Vias in the first global route | 167k |
| FFs w/ async S/R, synth | 0% |
| VDD IR max | 0.0000117 V |
| Worst Hold Launch | rgray[4]$_SDFF_PN0_ |
| Post-synth cell types | 64 |
| Starting DRC count in detailed routing | 11.0k |
| Worst hold-check path type | flop to flop |
| Met1 Wirelength | 274000 um |
| Residual DRC | 0 |
| Status | completed |
## per-stage QoR
stage	area, um2	power, mW	utilization, %	hold WS [ns]
floorplan	318000	2.36	-	0.412
global placement	341000	2.46	32.4	0.429
detailed placement	341000	2.46	32.4	0.420
CTS	367000	4.12	34.8	0.398
global route	368000	4.21	34.9	0.447
finish	368000	4.09	34.9	0.401
## where the power goes
group	internal (mW)	total (mW)	switching, mW
clock network	0.932	1.67	0.738
registers	2.11	2.11	0.00173
logic	0.127	0.308	0.181
total	3.17	4.09	0.921
## state kept, by name, summed over array words and instances (netlist names)
register and cells:
o_rdata 32, wq2_rgray 9, rq1_wgray 9, wgray 9, rbin 8, wbin 8
mem 8192, rgray 9, rq2_wgray 9, wq1_rgray 9
## layout by cell type (no fill, tap or decap), drive strengths merged, types with 25 or more instances in the layout
cell type and n:
o221ai 378, mux2i 979, a21oi 303, xor2 25, a2111oi 47, nand2b 31
nand4 41, diode 102, mux4 1632, bufinv 73, buf 1043, a22oi 280
nor4 56, inv 29, edfxtp 8224, nor2 301, clkinv 355, dfxtp 70
o22ai 261, a221oi 79, o32ai 45, and2 72, clkbuf 980, o21ai 91
o31ai 49, nor3 174, nand2 129, a22o 36, a211oi 25, clkdlybuf4s50 38
## synth_stat cells (all sizes together) (129+ instances only)
| library cell | n | area share [%] |
|---|---|---|
| nor3 | 174 | 0.27 |
| o22ai | 261 | 0.52 |
| a22oi | 280 | 0.66 |
| a21oi | 303 | 0.48 |
| mux4 | 1632 | 12 |
| clkbuf | 411 | 0.49 |
| edfxtp | 8224 | 78 |
| buf | 462 | 1.2 |
| mux2i | 979 | 3.1 |
| nor2 | 301 | 0.36 |
| o221ai | 378 | 1.1 |
| nand2 | 129 | 0.15 |
## cell families (layout without fill, tap and decap cells)
logic type | count (synthesis) | after routing | share of synthesized area (%)
and+or+nand+nor | 918 | 918 | 1.43
other | 0 | 102 | 0
muxes | 2619 | 2619 | 14.7
buffers and inverters | 880 | 2550 | 1.68
xor gates and xnor gates | 49 | 49 | 0.135
adders and majority gates | 4 | 4 | 0.0158
AOI/OAI and AO/OA | 1655 | 1655 | 3.86
DFF | 8294 | 8294 | 78.2
## cell type report
class                           count  area, um2
Clock buffer                      980      21000
Tap cell                        14000      17500
Fill cell                       95800     687000
Multi-Input combinational cell   5245      66600
Inverter                            7       42.5
Timing Repair Buffer             1090       8690
Clock inverter                    473       5040
Antenna cell                      102        255
Sequential cell                  8294     248000
## worst reg2reg max path: stages, from the launching register on
cell and delay (ns):
dfxtp_4 0.79, buf_4 0.59, buf_4 0.65, buf_4 0.72
buf_4 0.73, buf_4 0.63, buf_4 0.64, buf_4 0.56
mux4_2 0.63, a22oi_1 0.40, a21oi_1 0.15, buf_4 0.20
nor4_2 0.43, buf_4 0.28, nor4_2 0.07, buf_4 0.25
## timing repair
action	in CTS	in global routing
setup endpoints to repair	0	0
hold buffers	9	0
hold endpoints to repair	9	0
## routing by layer
| layer | track usage [%] | up-vias |
|---|---|---|
| li1 | - | 63900 |
| met1 | 18.3 | 78700 |
| met2 | 26.8 | 10500 |
| met3 | 18.1 | 1653 |
| met4 | 7.94 | 102 |
| met5 | 5.33 | - |
## final timing paths
check                             endpoint  slack (ns)  cells past startpoint
max                                o_wfull      142.05                      4
min                wq1_rgray[4]$_SDFF_PN0_        0.40                      2
max reg2reg          o_rdata[23]$_DFFE_PP_      173.09                     15
min reg2reg        wq1_rgray[4]$_SDFF_PN0_        0.40                      2
max in group clk1    mem[70][29]$_DFFE_PP_      142.43                      5
min in group clk0  rq2_wgray[2]$_SDFF_PN0_        0.43                      1
Power and IR drop assume default switching activity.
